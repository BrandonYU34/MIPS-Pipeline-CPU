===== design/flow/constraint.sdc =====
current_design ALU

set clk_period 44.3
set clk_io_pct 0.2

create_clock -name clk0 -period $clk_period

set non_clock_inputs [all_inputs -no_clocks]
set_input_delay [expr $clk_period * $clk_io_pct] -clock clk0 $non_clock_inputs
set_output_delay [expr $clk_period * $clk_io_pct] -clock clk0 [all_outputs]

===== design/flow/run.sh =====
#!/bin/bash
# OpenROAD 26Q1-2900-gdf79404cd8, Yosys 0.63+post, stock flow scripts
make -C /OpenROAD-flow-scripts/flow DESIGN_CONFIG=/design/flow/config.mk WORK_HOME=/design/flow/orfs finish

===== design/flow/design.v =====
module ALU( out, inputA, inputB, SignalIn, reset, zero ) ;
	input [31:0] inputA, inputB ;
	input reset ;
	input [3:0] SignalIn ;
	output [31:0] out ;
	output zero ;
	wire [31:0] carry, temp ;
	wire Set ;
    parameter ADD = 4'b0010;
    parameter SUB = 4'b0110;
    parameter AND = 4'b0000;
    parameter OR  = 4'b0001;
    parameter SLT = 4'b0111;
    parameter SLL = 4'b0011;
	parameter DIVU= 4'b0100;
	parameter BNE = 4'b0101;
	wire Control ;
	assign Control = ( SignalIn == BNE ) ? 1'b1 : ( SignalIn == SUB ) ? 1'b1 : ( SignalIn == SLT ) ? 1'b1 : 1'b0 ;
	RunALU run0( .out(temp[0]), .CarryOut(carry[0]), .inputA(inputA[0]), .inputB(inputB[0]), .CarryIn(Control), .SignalIn(SignalIn), .Less(Set) ) ;
	RunALU run1( .out(temp[1]), .CarryOut(carry[1]), .inputA(inputA[1]), .inputB(inputB[1]), .CarryIn(carry[0]), .SignalIn(SignalIn), .Less(1'b0) ) ;
	RunALU run2( .out(temp[2]), .CarryOut(carry[2]), .inputA(inputA[2]), .inputB(inputB[2]), .CarryIn(carry[1]), .SignalIn(SignalIn), .Less(1'b0) ) ;
	RunALU run3( .out(temp[3]), .CarryOut(carry[3]), .inputA(inputA[3]), .inputB(inputB[3]), .CarryIn(carry[2]), .SignalIn(SignalIn), .Less(1'b0) ) ;
	RunALU run4( .out(temp[4]), .CarryOut(carry[4]), .inputA(inputA[4]), .inputB(inputB[4]), .CarryIn(carry[3]), .SignalIn(SignalIn), .Less(1'b0) ) ;
	RunALU run5( .out(temp[5]), .CarryOut(carry[5]), .inputA(inputA[5]), .inputB(inputB[5]), .CarryIn(carry[4]), .SignalIn(SignalIn), .Less(1'b0) ) ;
	RunALU run6( .out(temp[6]), .CarryOut(carry[6]), .inputA(inputA[6]), .inputB(inputB[6]), .CarryIn(carry[5]), .SignalIn(SignalIn), .Less(1'b0) ) ;
	RunALU run7( .out(temp[7]), .CarryOut(carry[7]), .inputA(inputA[7]), .inputB(inputB[7]), .CarryIn(carry[6]), .SignalIn(SignalIn), .Less(1'b0) ) ;
	RunALU run8( .out(temp[8]), .CarryOut(carry[8]), .inputA(inputA[8]), .inputB(inputB[8]), .CarryIn(carry[7]), .SignalIn(SignalIn), .Less(1'b0) ) ;
	RunALU run9( .out(temp[9]), .CarryOut(carry[9]), .inputA(inputA[9]), .inputB(inputB[9]), .CarryIn(carry[8]), .SignalIn(SignalIn), .Less(1'b0) ) ;
	RunALU run10( .out(temp[10]), .CarryOut(carry[10]), .inputA(inputA[10]), .inputB(inputB[10]), .CarryIn(carry[9]), .SignalIn(SignalIn), .Less(1'b0) ) ;
	RunALU run11( .out(temp[11]), .CarryOut(carry[11]), .inputA(inputA[11]), .inputB(inputB[11]), .CarryIn(carry[10]), .SignalIn(SignalIn), .Less(1'b0) ) ;
	RunALU run12( .out(temp[12]), .CarryOut(carry[12]), .inputA(inputA[12]), .inputB(inputB[12]), .CarryIn(carry[11]), .SignalIn(SignalIn), .Less(1'b0) ) ;
	RunALU run13( .out(temp[13]), .CarryOut(carry[13]), .inputA(inputA[13]), .inputB(inputB[13]), .CarryIn(carry[12]), .SignalIn(SignalIn), .Less(1'b0) ) ;
	RunALU run14( .out(temp[14]), .CarryOut(carry[14]), .inputA(inputA[14]), .inputB(inputB[14]), .CarryIn(carry[13]), .SignalIn(SignalIn), .Less(1'b0) ) ;
	RunALU run15( .out(temp[15]), .CarryOut(carry[15]), .inputA(inputA[15]), .inputB(inputB[15]), .CarryIn(carry[14]), .SignalIn(SignalIn), .Less(1'b0) ) ;
	RunALU run16( .out(temp[16]), .CarryOut(carry[16]), .inputA(inputA[16]), .inputB(inputB[16]), .CarryIn(carry[15]), .SignalIn(SignalIn), .Less(1'b0) ) ;
	RunALU run17( .out(temp[17]), .CarryOut(carry[17]), .inputA(inputA[17]), .inputB(inputB[17]), .CarryIn(carry[16]), .SignalIn(SignalIn), .Less(1'b0) ) ;
	RunALU run18( .out(temp[18]), .CarryOut(carry[18]), .inputA(inputA[18]), .inputB(inputB[18]), .CarryIn(carry[17]), .SignalIn(SignalIn), .Less(1'b0) ) ;
	RunALU run19( .out(temp[19]), .CarryOut(carry[19]), .inputA(inputA[19]), .inputB(inputB[19]), .CarryIn(carry[18]), .SignalIn(SignalIn), .Less(1'b0) ) ;
	RunALU run20( .out(temp[20]), .CarryOut(carry[20]), .inputA(inputA[20]), .inputB(inputB[20]), .CarryIn(carry[19]), .SignalIn(SignalIn), .Less(1'b0) ) ;
	RunALU run21( .out(temp[21]), .CarryOut(carry[21]), .inputA(inputA[21]), .inputB(inputB[21]), .CarryIn(carry[20]), .SignalIn(SignalIn), .Less(1'b0) ) ;
	RunALU run22( .out(temp[22]), .CarryOut(carry[22]), .inputA(inputA[22]), .inputB(inputB[22]), .CarryIn(carry[21]), .SignalIn(SignalIn), .Less(1'b0) ) ;
	RunALU run23( .out(temp[23]), .CarryOut(carry[23]), .inputA(inputA[23]), .inputB(inputB[23]), .CarryIn(carry[22]), .SignalIn(SignalIn), .Less(1'b0) ) ;
	RunALU run24( .out(temp[24]), .CarryOut(carry[24]), .inputA(inputA[24]), .inputB(inputB[24]), .CarryIn(carry[23]), .SignalIn(SignalIn), .Less(1'b0) ) ;
	RunALU run25( .out(temp[25]), .CarryOut(carry[25]), .inputA(inputA[25]), .inputB(inputB[25]), .CarryIn(carry[24]), .SignalIn(SignalIn), .Less(1'b0) ) ;
	RunALU run26( .out(temp[26]), .CarryOut(carry[26]), .inputA(inputA[26]), .inputB(inputB[26]), .CarryIn(carry[25]), .SignalIn(SignalIn), .Less(1'b0) ) ;
	RunALU run27( .out(temp[27]), .CarryOut(carry[27]), .inputA(inputA[27]), .inputB(inputB[27]), .CarryIn(carry[26]), .SignalIn(SignalIn), .Less(1'b0) ) ;
	RunALU run28( .out(temp[28]), .CarryOut(carry[28]), .inputA(inputA[28]), .inputB(inputB[28]), .CarryIn(carry[27]), .SignalIn(SignalIn), .Less(1'b0) ) ;
	RunALU run29( .out(temp[29]), .CarryOut(carry[29]), .inputA(inputA[29]), .inputB(inputB[29]), .CarryIn(carry[28]), .SignalIn(SignalIn), .Less(1'b0) ) ;
	RunALU run30( .out(temp[30]), .CarryOut(carry[30]), .inputA(inputA[30]), .inputB(inputB[30]), .CarryIn(carry[29]), .SignalIn(SignalIn), .Less(1'b0) ) ;
	RunLastALU runlast( .out(temp[31]), .CarryOut(carry[31]), .inputA(inputA[31]), .Set(Set), .inputB(inputB[31]), .CarryIn(carry[30]), .SignalIn(SignalIn), .Less(1'b0) ) ;
	wire [31:0] temp2 ;
	assign temp2 = ( SignalIn == SLT ) ? ( ( Set == 1 ) ? 32'd1 : 32'd0 ) : temp ; 
	assign out = ( reset == 1 ) ? 32'b0 : temp2 ;
	assign zero = ( SignalIn == BNE ) ? ( ( temp2 == 32'd0 ) ? 1'b0 : 1'b1 ) : ( ( temp2 == 32'd0 ) ? 1'b1 : 1'b0 ) ; 
endmodule
`timescale 1ns/1ns
module FA( cout, sum, inputA, inputB, c ) ;
	input inputA, inputB, c ;
	output cout, sum ;
	wire e1, e2, e3 ;
	assign e1 = inputA & inputB ;
	assign e2 = inputA & c ;
	assign e3 = inputB & c ;
	assign cout = e1 | e2 | e3 ;
	assign sum = inputA ^ inputB ^ c ;
endmodule
module RunALU( out, CarryOut, inputA, inputB, CarryIn, SignalIn, Less ) ;
	input inputA, inputB, CarryIn, Less ;
	input [3:0] SignalIn ;
	output out, CarryOut ;
    parameter ADD = 4'b0010;
    parameter SUB = 4'b0110;
    parameter AND = 4'b0000;
    parameter OR  = 4'b0001;
    parameter SLT = 4'b0111;
    parameter SLL = 4'b0011;
	parameter DIVU= 4'b0100;
	parameter BNE = 4'b0101;
	wire binvert, sum ;
	assign binvert = ( SignalIn == BNE ) ? 1'b0 : ( SignalIn == SUB ) ? 1'b0 : ( SignalIn == SLT ) ? 1'b0 : 1'b1 ;
	wire BIn ;
	assign BIn = ( binvert == 0 ) ? inputB ^ binvert + 1'b1 : inputB ;
	FA fa( .cout(CarryOut), .sum(sum), .inputA(inputA), .inputB(BIn), .c(CarryIn) ) ;
	wire output0, output1, output2 ;
	assign output0 = inputA & inputB ;
	assign output1 = inputA | inputB ;
	assign output2 = sum ;
	assign out = ( SignalIn == AND ) ? output0 :
				 ( SignalIn == OR ) ? output1 :
				 ( SignalIn == SLT ) ? 1'b0 : output2 ;
endmodule
`timescale 1ns/1ns
module RunLastALU( out, CarryOut, Set, inputA, inputB, CarryIn, SignalIn, Less ) ;
	input inputA, inputB, CarryIn, Less ;
	input [3:0] SignalIn ;
	output out, CarryOut, Set ;
    parameter ADD = 4'b0010;
    parameter SUB = 4'b0110;
    parameter AND = 4'b0000;
    parameter OR  = 4'b0001;
    parameter SLT = 4'b0111;
    parameter SLL = 4'b0011;
	parameter DIVU= 4'b0100;
	parameter BNE = 4'b0101;
	wire binvert, sum ;
	assign binvert = ( SignalIn == BNE ) ? 1'b0 :( SignalIn == SUB ) ? 1'b0 : ( SignalIn == SLT ) ? 1'b0 : 1'b1 ;
	wire BIn ;
	assign BIn = ( binvert == 0 ) ? inputB ^ binvert + 1'b1 : inputB ;
	FA  fa( .cout(CarryOut), .sum(sum), .inputA(inputA), .inputB(BIn), .c(CarryIn) ) ;
	assign Set = sum ;
	wire output0, output1, output2 ;
	assign output0 = inputA & inputB ;
	assign output1 = inputA | inputB ;
	assign output2 = sum ;
	assign out = ( SignalIn == AND ) ? output0 :
				 ( SignalIn == OR ) ? output1 :
				 ( SignalIn == SLT ) ? 1'b0 : output2 ;
endmodule

===== design/flow/config.mk =====
export PLATFORM = sky130hd
export DESIGN_NAME = ALU
export DESIGN_NICKNAME = ALU
export VERILOG_FILES = /design/flow/design.v
export SDC_FILE = /design/flow/constraint.sdc
export NUM_CORES = 4
export LEC_CHECK = 1
export CORE_UTILIZATION = 50

==> run summary <==
Figures from the flow reports.

Outcome:
- The run finished with clean final reports.

Synth:
- After synthesis the cells add up to roughly 2300 um^2.
- The run puts the multiplexer share of the synthesized area at 0.00433.
- The run gives the number of standard cells after synthesis as between 300 and 400.
- The run puts the average footprint of a synthesized cell at just over 7 um^2.
- Of the combinational cells, the family taking the most area is adder cells.
- In this run, distinct cell masters in the synthesized netlist total 39.
- The run gives the area share of the leading cell type in the synthesized netlist as 0.260.
- In this run, the synthesized area fraction spent on AND-OR/OR-AND gates is recorded as 0.219.
- The run gives the total cell area reported by yosys after synthesis as between 2000 and 2500 um^2.
- Of all cell types, the one taking the most synthesized area is fa_1.
- The cell-mix breakdown from Yosys lists the adder-cell area share as 0.346.
- The run puts the fraction of the yosys area taken by sequential cells at 0.
- The run puts the cell total in the yosys stat output at between 300 and 400.
- The run puts the count of yosys warnings during synthesis at 0.
- The run gives the simple logic cell fraction of the synthesized area as 0.241.
- The run gives the area share of xor/xnor cells in the synthesized design as 0.139.
- Yosys attributes the largest share of cell area to fa_1 26%, xor2_1 11%, o21ai_0 8.2%, nor2_1 7.6%, maj3_1 6.1%.

Finish:
- The run gives the final-layout clock buffer total as 0.
- There are 0 flip-flops and latches.
- Registers take 0 um^2.
- The finished cells cover 3340 um^2.
- The run gives the final core utilization as 0.763.
- The run gives the synthesis-to-layout area growth as 44.7%.
- The layout summary lists the proportion of cells stronger than drive strength 1 as 0.0296.
- The run gives the count of fill cells added during filler insertion as 341.

Power:
- The run puts the power density over cell area at around 16 nW/um^2.
- The run puts the leakage power summed over all cells at 1.24 nW.
- The run puts the largest vdd supply drop at between 8 and 9 uV.

Timing:
- The run gives the final setup violation count as 0.
- Pins over their slew limit in the final report were tallied at 0.
- The pin closest to its max-slew limit shows a slew of roughly 800 ps.
- The run puts the top achievable clock speed at 0.0307 GHz.
- Per the final timing report, the hold violations number 0.
- The run gives the worst slew slack as a fraction of its limit as 0.463.
- Setup repair after global routing left no endpoint under its margin.
- The run puts the final critical-path share of the clock period at 0.735.
- The run puts the final critical-path required period at approximately 33,000 ps.
- The run puts the total negative slack at 0 ps.

Run:
- In this run the maximum-capacitance check reported violations numbering 0.
- The run gives the OpenROAD warning count as 35.

Hold path:
- The startpoint identified for the worst hold timing path is SignalIn[0].
- The run gives the endpoint with the worst hold slack as out[21].
- The run puts the cell depth of the worst min-delay path at 7.
- According to the hold report, the worst path is of the primary input to output pin type.

Worst setup path:
- The run gives the delay of the slowest cell on the worst path as 700 ps.
- The run puts the critical path data arrival time at 23,710 ps.
- The run gives the required time of the critical path as roughly 35,000 ps.
- In the setup report, the worst path falls into the class primary input to output pin.
- The run gives the critical path capture point type as an output pin.
- The run gives the maximum fanout along the worst path as 32.
- The run gives the highest-delay cell along the critical path as clkdlybuf4s50_1.
- In this design, the critical path's most frequently occurring cell is fa_1.
- STA classifies the critical path startpoint as a primary input.

Routing:
- After detailed routing, the average wire length per cell comes to 15.0 um.
- The first routing iteration left approximately 210 violations.
- The run gives the iteration count of the initial detailed-routing pass as 5.
- For this run, the detailed router reports a per-instance via density of between 5 and 6.
- The run gives the routed wire length as ~6.9 mm.
- The number of antenna diodes in the final layout is 0.
- The run gives the overall via count from detail_route as 2,702.
- For this run, design rule violations remaining after detail routing come to 0.
- The run gives the remaining number of nets flagged by the antenna check after routing as 0.

Global routing:
- The run gives the maximum number of pins on one net before global-route repair as 62.
- The run gives the aggregate global-route resource usage as 0.293.
- The run gives the wire length of the first global-routing pass as about 11 mm.
- The run puts the residual overflow from global routing at 0.
- The run puts the number of antenna violations at the first check in global routing at 0.
- The run gives the number of global-route vias before repair as roughly 2,400.

Floorplanning:
- The run puts the core area at about 4400 um^2.
- 102 I/O pins were placed.
- The run gives the overall die width as between 60 and 70 um.
- The run puts the number of placement rows at 24.
- The run puts the floorplan core density at 0.527.
- The run gives the full die area as approximately 5000 um^2.
- According to the floorplan report, the die height is about 70 um.

Place:
- The run gives the post-detailed-placement cell area as 3340 um^2.
- Buffers placed on the I/O ports in this run total about 100.
- The run gives the HPWL after detailed placement as about 5.3 mm.
- The run puts the weighted congestion at the end of routability-driven global placement at about 0.94.

Clock network:
- The post-CTS hold buffer count recorded in the log is 0.
- The run gives the post-cts sizing count as 0.
- The run gives the buffers inserted during post-CTS setup optimization as 0.
-- cell usage after synthesis (3+ instances only) --
master and count:
nand2_1 28, a22oi_1 12, buf_1 6, xnor2_1 5, inv_1 7, nor3_1 13
nor4_1 5, nand3_1 15, buf_2 4, xor2_1 29, o31ai_1 3, nand4_1 3
nor2_1 47, maj3_2 3, clkbuf_1 10, fa_1 30, a21oi_1 20, o21ai_0 38
a211oi_1 5, maj3_1 14, o211ai_1 3
-- routing by layer --
layer,vias up,GRT usage,routed length (um)
met5,-,0,0
met3,6,0.0613,653
met4,0,0.0200,46
met1,1250,0.455,2980
met2,140,0.463,3180
li1,1306,-,-
-- logic make-up (layout without fill, tap and decap cells) --
kind of cell    count (synthesis)  in the layout
xor+xnor                       35             35
compound gates                 86             86
mux                             1              1
fa+ha+maj                      49             49
simple gates                  122            122
buf+inv                        28            113
-- area by class of cell --
class / count / area [um^2] / area share
multi-input combinational: 293 / 2210 / 0.660
timing repair buffer: 106 / 1050 / 0.313
tap: 52 / 65.1 / 0.0195
inverter: 7 / 26.3 / 0.00786
-- worst max-delay path by stage --
| stage | start | end | cells past startpoint |
|---|---|---|---|
| 5_1_grt | SignalIn[2] | zero | 44 |
| 4_1_cts | SignalIn[2] | zero | 44 |
| 6_report | SignalIn[2] | zero | 44 |
-- where the power goes --
part	internal, W	total [W]	switching (W)
logic	0.0000288	0.0000532	0.0000243
clock network	0	0	0
registers	0	0	0
-- layout by cell type (no fill, tap or decap), types with 2 or more instances in the layout --
cell             instances
clkdlybuf4s50_1        101
nor2_1                  46
o21ai_0                 38
fa_1                    30
xor2_1                  29
nand2_1                 28
a21oi_1                 20
nand3_1                 15
maj3_1                  14
nor3_1                  13
a22oi_1                 12
inv_1                    7
xnor2_1                  5
a211oi_1                 5
nor4_1                   5
buf_4                    4
maj3_2                   3
o31ai_1                  3
o211ai_1                 3
nand4_1                  3
nand2b_1                 2
or4_1                    2
ha_1                     2
-- worst max-delay path, delay by kind of cell --
family	cells	cell delay [ps]
buf+inv	4	1660
simple gates	4	730
mux	1	170
fa+ha+maj	30	11430
compound gates	1	150
xor+xnor	4	700
-- stage by stage --
| step | power [W] | worst slack, ps | hold WS, ps | instances |
|---|---|---|---|---|
| 3_5_place_dp | 0.0000528 | 11800 | 18820 | 458 |
| 5_1_grt | 0.0000588 | 10950 | 18900 | 458 |
| 6_report | 0.0000532 | 11730 | 18830 | 458 |
| 2_1_floorplan | 0.0000276 | 13280 | 17830 | 321 |
| 3_3_place_gp | 0.0000525 | 11970 | 18810 | 458 |
| 4_1_cts | 0.0000533 | 11720 | 18820 | 458 |
Power is estimated from default activity; no workload was simulated.
