==> design/flow/design.v <==
module reg_file( clk, RegWrite, RN1, RN2, WN, WD, RD1, RD2 ) ;
	input clk ;
	input RegWrite ;
	input [4:0] RN1, RN2, WN ;
	input [31:0] WD ;
	output [31:0] RD1, RD2 ;
	reg [31:0] RD1, RD2 ;
	reg [31:0] file_array[31:1] ;
	always @( RN1 or file_array[RN1] ) begin
		if( RN1 == 0 )
			RD1 = 32'd0 ;
		else
			RD1 = file_array[RN1] ;
	end
	always @( RN2 or file_array[RN2] ) begin
		if( RN2 == 0 )
			RD2 = 32'd0 ;
		else
			RD2 = file_array[RN2] ;
	end
	always @( posedge clk ) begin
		if( RegWrite && ( WN != 0 ) )begin
			file_array[WN] <= WD ;
		end
	end
endmodule
==> design/flow/run.sh <==
#!/bin/bash
# OpenROAD 26Q1-2900-gdf79404cd8, Yosys 0.63+post, stock flow scripts
make -C /OpenROAD-flow-scripts/flow DESIGN_CONFIG=/design/flow/config.mk WORK_HOME=/design/flow/orfs finish
==> design/flow/config.mk <==
export PLATFORM = sky130hd
export DESIGN_NAME = reg_file
export DESIGN_NICKNAME = reg_file
export VERILOG_FILES = /design/flow/design.v
export SDC_FILE = /design/flow/constraint.sdc
export NUM_CORES = 4
export LEC_CHECK = 1
export CORE_UTILIZATION = 50
==> design/flow/constraint.sdc <==
current_design reg_file

set clk_period 9.5
set clk_io_pct 0.2

create_clock -name clk0 -period $clk_period [get_ports {clk}]

set non_clock_inputs [all_inputs -no_clocks]
set_input_delay [expr $clk_period * $clk_io_pct] -clock clk0 $non_clock_inputs
set_output_delay [expr $clk_period * $clk_io_pct] -clock clk0 [all_outputs]
==> results.cfg <==
; flow metrics
[status]
status = complete, no violations

[min_path]
hold_path.class = input pin to register
hold-path-cell-count = 2

[clocking]
hold_buffers = 0
clk_path_buf_depth = 3
clockRootBuffer = clkbuf_16
path_clk_slew_ns = 0.06
cts.sinks = 992
cts_resized = 0
post_cts_buffers = 0
h-tree-depth = 3
cts_buffers = 106
cts_tree = yes

[routing]
avgRoutedWirePerCell_um = 34.6
drt_first_pass_iters = 5
avgViaCountPerCell = 6.60
antenna_left = 0
dr_total_vias = 26900
drt-initial-drc-count = 1731
drt_wl_total_um = 141000
drc_errors = 0

[yosys]
top_cell_area_share_pct = 64.1
async_flop_share_pct = 0
syn_area_per_cell_um2 = 17.9
ys_ff = 992
synth_top_cell_by_count = edfxtp_1
ys_seq_share_pct = 64.1
ys.flop_type = edfxtp_1
synth_area_mm2 = 0.0465
synth_cells = 2601
synthTopCellsByArea = edfxtp_1 64%, mux4_2 16%, mux2i_1 6.8%, a22oi_1 1.5%, nor2_1 0.93%
ys_area_mm2 = 0.0465
largest_area_cell = edfxtp_1
synth-edff-count = 992
top_cells_by_count = 992 x edfxtp_1, 339 x mux4_2, 316 x mux2i_1
yosysCellCount = 2601
netlist-cell-type-count = 38
ys.warnings.count = 1

[placed_design]
post_dp_cell_area_mm2 = 0.0494
place.gp.congestion = 0.873
io_buffers = 112
dp_hpwl_um = 77900

[final_layout]
stdcell_area_mm2 = 0.0528
drive_above_1_share_pct = 24.6
reg_top3 = file_array: 992 flops
area_growth_pct = 13.6
largest_reg_flops = 992
utilization_pct = 57.4
regMostFlops = file_array

[worst_setup_path]
cp-end-kind = primary output
crit_fanout = 38
worstPathArrival_ns = 5.21
cp.required_ns = 7.60
startpoint_type = input pin
crit_type = input pin to primary output

[run]
warning_count = 25
max-cap-violations = 0

[grt]
grt_pass1_wl_um = 204000
antenna_found_initial = 0
grt_overflow = 0
grt_usage_pct = 34.2
grt_pass1_vias = 29900
grt_max_degree = 83

[floorplanning]
fp-row-count = 111
fp_util_pct = 50.6
io_pins = 113
die_width_um = 307
core_mm2 = 0.0919
die_area_mm2 = 0.0942
die_h_um = 307

[timing]
period_used_pct = 74.9
fin_crit_ns = 7.11
slew_headroom_pct = 34.9
tns_ns = 0
worst_pin_slew_ns = 0.973
slew_violations = 0
finalHoldWorstSlack_ns = 2.04
setup_viol_count_final = 0
max_freq_ghz = 0.141
rsz0062_at_grt = no
finalHoldViolations = 0

[pwr]
leakage_nw = 17.4
ir_worst_vdd_v = 0.000142
power_mw = 9.88
p_per_area_mw_per_mm2 = 187
worst max-delay path: stages:
cell and delay (ns):
buf_4 0.37, buf_4 0.51, and2_2 0.55, buf_4 0.73, a21oi_1 0.15, nand3_1 0.12, nand4_1 0.31, clkdlybuf4s50_1 0.52
stage by stage:
stage | cells | worst slack [ns]
finish | 4067 | 2.39
CTS | 4065 | 2.46
global route | 4065 | 2.31
global placement | 3870 | 2.51
detailed placement | 3870 | 2.46
floorplan | 2601 | 4.15
worst paths after layout:
path	from	to	slack, ns
worst max-delay path	RN1[1]	RD1[11]	2.39
worst min-delay path	WD[5]	file_array[29][5]$_DFFE_PP_	2.04
routing by layer:
| metal | vias to the layer above | track usage, % | share of wire (%) |
|---|---|---|---|
| met2 | 1882 | 49.2 | 47 |
| met5 | - | 1.76 | 0.095 |
| li1 | 11200 | - | - |
| met1 | 13500 | 44.4 | 32 |
| met4 | 4 | 8.12 | 3.1 |
| met3 | 271 | 24.8 | 17 |
cell type report:
class	instances	area [µm²]
sequential	992	29800
clock buffer	131	2850
fill	6719	39100
timing repair buffer	230	2100
clock inverter	64	594
antenna	2	5.00
multi-input combinational	1404	15900
tap	1243	1560
inverter	1	3.75
logic make-up after synthesis:
group,after synthesis,synth area share (%)
buffers and inverters,205,2.36
and+or+nand+nor,374,3.85
DFF,992,64.1
AOI/OAI and AO/OA,332,5.17
muxes,698,24.6
cell usage in the layout (no fill, tap or decap), drive strengths merged, types with 36 or more instances in the layout:
master and instances:
edfxtp 992, mux4 348, mux2i 316, clkbuf 132, buf 125, nor2 115
clkdlybuf4s50 104, a22oi 92, nand2 89, a21oi 68, nand3 52, clkinv 49
a22o 45, nor2b 36
power breakdown:
part | switching, mW | internal [mW]
Clock | 1.68 | 2.44
Sequential | 0.0210 | 4.87
Combinational | 0.501 | 0.379
Power figures rest on the tool's default switching activity, not on a simulated workload.
